==> flow/design.v <==
parameter InstrMemEn = 1;
parameter Instruct1 = 32'h 03_02_00_01;  
parameter Instruct2 = 32'h 06_03_00_0a;  
parameter Instruct3 = 32'h 10_10_0a_0b;  
parameter Instruct4 = 32'h 04_04_03_00;  
parameter Instruct5 = 32'h 22_01_04_03; 
parameter Instruct6 = 32'h 05_05_02_00; 
parameter Instruct7 = 32'h 21_81_08_05; 
parameter Instruct8 = 32'h 07_11_03_08; 
parameter Instruct9 = 32'h 00_06_04_05;  
parameter Instruct10 = 32'h 12_0a_01_00; 
parameter Instruct11 = 32'h 11_12_0a_01; 
parameter Instruct12 = 32'h 13_0c_12_0a; 
parameter Instruct13 = 32'h FF_00_00_00;  
module InstructionMemory(Clk,Dataout, address, nRead,nReset);
input logic nRead, nReset, Clk;
input logic [15:0] address;
inout logic [31:0] Dataout;  
  logic [31:0]InstructMemory[15];  
  logic ItsMe;  
  logic [31:0] InstToOutput;  
  always_ff @(negedge Clk or negedge nReset)
begin
  if (!nReset)
    InstToOutput = 0;
  else begin
  if(address[15:12] == InstrMemEn)  
		begin
		    ItsMe = 1;
			if(~nRead)begin
				InstToOutput <= InstructMemory[address[11:0]];  
			end
		end
	else ItsMe = 0; 
	end
end  
always @(negedge nReset)
begin
	InstructMemory[0] = Instruct1;  	
	InstructMemory[1] = Instruct2;  	
  	InstructMemory[2] = Instruct3;
	InstructMemory[3] = Instruct4;	
	InstructMemory[4] = Instruct5;
	InstructMemory[5] = Instruct6;
	InstructMemory[6] = Instruct7;
	InstructMemory[7] = Instruct8;
	InstructMemory[8] = Instruct9;
	InstructMemory[9] = Instruct10;
	InstructMemory[10] = Instruct11;
	InstructMemory[11] = Instruct12;
	InstructMemory[12] = Instruct13;
end 
assign Dataout = ItsMe ? InstToOutput : 32'bz;
endmodule
==> flow/run.sh <==
#!/bin/bash
# OpenROAD 26Q1-2900-gdf79404cd8, Yosys 0.63+post, stock flow scripts
make -C /OpenROAD-flow-scripts/flow DESIGN_CONFIG=/design/flow/config.mk WORK_HOME=/design/flow/orfs finish
==> flow/config.mk <==
export PLATFORM = sky130hd
export DESIGN_NAME = InstructionMemory
export DESIGN_NICKNAME = InstructionMemory
export VERILOG_FILES = /design/flow/design.v
export SDC_FILE = /design/flow/constraint.sdc
export NUM_CORES = 4
export LEC_CHECK = 1
export CORE_AREA = 10 10 86 86
export DIE_AREA = 0 0 96 96
==> flow/constraint.sdc <==
current_design InstructionMemory

set clk_period 8.8
set clk_io_pct 0.2

create_clock -name clk0 -period $clk_period [get_ports {Clk}]
create_clock -name clk1 -period $clk_period [get_ports {nReset}]

set non_clock_inputs [all_inputs -no_clocks]
set_input_delay [expr $clk_period * $clk_io_pct] -clock clk0 $non_clock_inputs
set_output_delay [expr $clk_period * $clk_io_pct] -clock clk0 [all_outputs]
==> flow_summary.ini <==
; physical design summary
[synth]
syn_avg_cell_area_um2 = 9.22
yosys_cells = 137
syn_area_mm2 = 0.00126
ys_seq_frac = 0.416
edf_count = 0
syn-instance-count = 137
ys_warn_count = 67
yosys-stat-area_mm2 = 0.00126
synth.area.top_cells = dfrtn_1 (42%), o21ai_1 (6.7%), buf_4 (6.5%)
synth.distinct_cells = 37
top_cell_area_share = 0.416
ys_ff = 21
flop_cell = dfrtn_1
top_area_cell = dfrtn_1
async_flop_share = 1.00

[outcome]
lastStage = clock tree synthesis
status = aborted with a tool error
firstError = [error] [KeplerFormal.cpp:679] Workflow failed: Iso has multiple drivers: .Dataout0, Dataout[0]$_DFFE_NN0P_.Q0

[clocking]
cts_setup_buffers = 0
postCtsHoldBufs = 0
ctsResizeCount = 0

[floorplan]
ioPinCount = 51
dieHeight_um = 96
num_rows = 27
initial_core_util = 0.228
dieWidth_um = 96

[place]
port_buffers = 9
gp_congestion = 0.793
place_hpwl_um = 2390
==> cells by family after synthesis <==
group,share of synthesized area
AND/OR/NAND/NOR,0.188
other,0.00297
XOR/XNOR,0.00693
flip-flops,0.416
multiplexers,0.0356
buffers and inverters,0.120
AND-OR/OR-AND,0.231
==> through the flow <==
step | setup WS, ns | power [mW] | std cells | utilization | area [um^2]
detailed placement | 0.616 | 0.136 | 207 | 0.248 | 1370
floorplan | 1.24 | 0.128 | 145 | - | 1290
global placement | 0.604 | 0.136 | 207 | 0.248 | 1370
==> Yosys cell counts (2+ instances only) <==
library cell / number
o31ai_2: 2
and3b_1: 3
o31ai_1: 2
o21ai_1: 17
o21a_1: 2
a31o_1: 2
nand2b_1: 4
nor3_1: 4
nand2_1: 4
buf_4: 11
o21ai_0: 10
nor3b_1: 3
mux2_2: 3
inv_1: 3
nor2b_1: 6
a21oi_1: 4
dfrtn_1: 21
nor2_1: 4
nor4b_1: 4
clkbuf_1: 11
Power is estimated from default activity; no workload was simulated.
