[design/flow/run.sh]
#!/bin/bash
# OpenROAD 26Q1-2900-gdf79404cd8, Yosys 0.63+post, stock flow scripts
make -C /OpenROAD-flow-scripts/flow DESIGN_CONFIG=/design/flow/config.mk WORK_HOME=/design/flow/orfs finish
[design/flow/config.mk]
export PLATFORM = sky130hd
export DESIGN_NAME = MainMemory
export DESIGN_NICKNAME = MainMemory
export VERILOG_FILES = /design/flow/design.v
export SDC_FILE = /design/flow/constraint.sdc
export NUM_CORES = 4
export LEC_CHECK = 1
export CORE_UTILIZATION = 30
[design/flow/design.v]
module MainMemory(Clk,Dataout, address, nRead,nWrite, nReset);
input logic nRead,nWrite, nReset, Clk;
input logic [15:0] address;
inout logic [255:0] Dataout;  
  logic [255:0]MainMemory[14];  
  logic ItsMe;  
  logic [255:0] MemToOutput;  
always_ff @(negedge Clk or negedge nReset)
begin
	if (~nReset) begin
	MainMemory[0] = 256'h0009_000c_0008_000d_0008_0003_000f_0009_000B_0013_0010_0007_000c_0005_000e_0006;
	MainMemory[1] = 256'h0007_0005_0007_0009_000c_0003_000e_0002_0010_0009_000f_0008_000c_0007_0004_0006;
	MainMemory[2] = 256'h0;
	MainMemory[3] = 256'h0;
	MainMemory[4] = 256'h0;
	MainMemory[5] = 256'h0;
	MainMemory[6] = 256'h0;
	MainMemory[7] = 256'h0;
	MainMemory[8] = 256'h0;
	MainMemory[9] = 256'h0;
	MainMemory[10] = 256'h4;
	MainMemory[11] = 256'he;
	MainMemory[12] = 256'h0;
	MainMemory[13] = 256'h0;
      MemToOutput=0;
	end
  else if(address[15:12] == 0)  
		begin
			if (~nRead)begin
			  ItsMe = 1;  
				MemToOutput = MainMemory[address[11:0]];  
			end
			if(~nWrite)begin
			ItsMe = 0;  
		    MainMemory[address[11:0]] <= Dataout;
			end
		end
    else ItsMe = 0;
end 	
assign Dataout = ItsMe ? MemToOutput : 255'bz;
endmodule
[design/flow/constraint.sdc]
current_design MainMemory

set clk_period 13.4
set clk_io_pct 0.2

create_clock -name clk0 -period $clk_period [get_ports {Clk}]

set non_clock_inputs [all_inputs -no_clocks]
set_input_delay [expr $clk_period * $clk_io_pct] -clock clk0 $non_clock_inputs
set_output_delay [expr $clk_period * $clk_io_pct] -clock clk0 [all_outputs]
==> commit_impl_results.txt <==
Log flow metrics for this revision

* Antenna viol nets, final: 0
- After the first detailed-routing iteration, the DRC count stood at between 9,000 and 10,000.
- Per the OpenROAD floorplan log, the height of the die is around 730 um.
- Insertion delay to the later sink of the worst-skew pair: approximately 0.97 ns
- Pwr Total: around 26 mW
- The share of synthesized area in the top cell type comes to 0.593.
* First drt pass iteration count: 7
* Number of clock buffers inserted by TritonCTS: about 400
- The leakage component of the power was reported as approximately 76 nW.
- Post-CTS timing repair inserted 0 buffers for setup.
- Worst path setup slack after routing: just under 0.6 ns
- Critical Path Sink Type: output port
- Most used DFF post-synth: dfrtn_1
* Critical Setup Path Class: flip-flop to output port
- Between the synthesized netlist and the finished layout, the area growth was recorded as 13.4%.
- Number of antenna violations at the first check in global routing: 28
- Register bit total from synthesis: approximately 3,800
- For this block, the via count after detailed routing is approximately 120k.
- Count of flip-flops with a built-in enable after synthesis: 1
- Before any placement, the netlist area is recorded as 159,000 sq um.
- The number of gates resized after CTS was 0.
* Combinational Area: between 50,000 and 60,000 sq um
- The floorplan has about 270 rows.
- Number of clock sinks: ~3,800
- The synth_stat.txt file lists the number of cells as 16,600.
- The report counts max-capacitance violations totalling 0.
* Areal power density over the cells: approximately 140 nW/um^2
- Entering global routing, the biggest net connects about 130 pins.
* Main area contributors: dfrtn_1 59%, o21ai_0 11%, nand2_1 9.1%, a22oi_1 6.2%, clkbuf_1 3.5%
* Most area-hungry cell type in the Yosys netlist: dfrtn_1
- The count of cells in the finished layout, fillers not included, comes to about 23,000.
* Top-level I/O count: 276
- Routed length per placed instance: around 23 um
* CP Buf/Inv Count: 2
- Actual transition at the worst max-transition pin: roughly 0.97 ns
- Core utilization at floorplan: 0.302
* Tool warnings: around 200
* Cell breakdown of the critical path: buf_12 -> nand2_1 -> inv_1
- Clk Tree Root Cell: clkbuf_16
* DRC violations left: 0
* Clock tree skew after final layout: 0.103 ns
- Category of the worst setup path launch point: flip-flop
* Wire length of the first global-routing pass: 803 mm
- Sum of negative setup slack: 0 ns
- Worst slack after detailed placement: roughly 0.60 ns
- Of the cells placed in the final design, the portion with a size suffix greater than 1 is 0.0692.
- Clock transition at the registers of the reported paths: ~0.040 ns
* Relative max-transition margin: 0.357
* Overall track demand over capacity in global routing: 0.203
- Critical path required time: between 10 and 15 ns
- The warning tally printed by Yosys for this design is 3.
- From the final report, the count of setup violators was given as 0.
- Number of H-tree branching levels: 5
* Half-perimeter wire length after detailed placement: between 200 and 300 mm
- Run status: finished clean
- Largest stage delay on the critical path: roughly 0.97 ns
- Post-cts hold-fix buffer tally: 0
* Delay-heaviest family, CP: flip-flops
- Vias per cell: around 5.4
- Master of the slowest instance on the critical path: edfxtp_1
- Top cell types by occurrence after synthesis: 3,862 x nand2_1, 3,766 x dfrtn_1, 3,428 x o21ai_0
* Port-buffer cells: 11
* Cell total after placement: between 20,000 and 25,000
- Per Yosys stat, the portion of area used by sequential elements is 0.605.
- In this run the deepest clock path goes through 4 buffers.
- The via count of the first global-routing pass came to around 120k.
- Data arrival time of the critical path: ~10 ns
- Remaining Overflow, GRT: 0
* Core region area: 526,000 sq um
- The final timing report lists a hold violation count of 0.
* Post-synthesis instance total: 16,600
- For this block, the routed nets add up to about 520 mm of wire.
- Across the VDD grid, the largest voltage drop is 0.111 mV.
* Chip Width: around 730 um
- Routability Congestion: slightly above 0.8
- Chip Footprint: 533,000 sq um
- Final-report max-slew violation count: 0
- Setup repair after global routing left no endpoint under its margin.
- The sequential cells in the finished layout cover a total of around 96,000 sq um.
- Note that the worst hold path type here is flip-flop to flip-flop.
- Per the synth stats, the proportion of register bits with asynchronous set or reset is 1.00.
- The critical path maximum fanout is approximately 62.
* Number of different library cells in the post-synthesis netlist: around 55
- Yosys reports a chip area of 159,000 sq um.
- Number of fillers in the final layout: between 50,000 and 60,000
* Most popular library cell in the synthesized design by count: nand2_1
* CTS tree: done
* Synthesized area per cell: 9.55 sq um
## layout by cell type (no fill, tap or decap), drive strengths merged, types with 3 or more instances in the layout
cell / n
a211oi: 72
nor3: 171
nand2b: 4
a22o: 181
and2: 5
bufinv: 15
dfstp: 74
a22oi: 1321
nand3: 37
o22ai: 748
o211ai: 14
nor2b: 10
inv: 363
a21oi: 260
clkdlybuf4s50: 6
buf: 378
dfrtn: 3766
diode: 4
nand2: 3864
mux2i: 8
a221oi: 170
a2111oi: 17
clkinv: 84
clkinvlp: 18
a31oi: 3
o21ai: 3692
clkbuf: 598
nor2: 251
## final cells by class
cell class,instances,share of cell area
timing repair buffer,384,0.0277
clock buffer,598,0.0660
antenna,4,0.0000556
sequential,3841,0.534
inverter,262,0.00546
clock inverter,218,0.0102
multi-input combinational,10800,0.308
tap,6968,0.0484
## flip-flops by register name, summed over array words and instances (netlist names)
| signal | count |
|---|---|
| MemToOutput | 256 |
| ItsMe | 1 |
| MainMemory | 3584 |
## worst paths after layout
path                                     from                   to  slack [ns]  cells after the start
hold / removal             MainMemory[7][133]   MainMemory[7][133]        0.42                      2
hold reg to reg            MainMemory[7][133]   MainMemory[7][133]        0.42                      2
setup / recovery                        ItsMe         Dataout[113]        0.59                      3
setup reg to reg                        ItsMe  MainMemory[12][113]       10.66                      3
min in group asynchronous              nReset  MainMemory[11][243]        8.30                      1
max in group asynchronous              nReset    MainMemory[0][97]        3.36                      3
## layer usage
metal  GRT usage  part of all wire
met2       0.305              0.44
met3      0.0774              0.10
met1       0.288              0.43
met4      0.0460             0.027
met5     0.00372           0.00089
## cell families (layout without fill, tap and decap cells)
group / Yosys count / count (layout) / synth area share
AND-OR/OR-AND: 6488 / 6488 / 0.241
multiplexers: 9 / 9 / 0.000575
flip-flops: 3841 / 3841 / 0.605
AND/OR/NAND/NOR: 4351 / 4351 / 0.105
other: 0 / 4 / 0
buffers and inverters: 1950 / 1462 / 0.0474
## metrics by stage
step | utilization | hold slack [ns] | area [sq um]
6_report | 0.342 | 0.424 | 180000
5_1_grt | 0.342 | 0.438 | 180000
4_1_cts | 0.342 | 0.430 | 180000
3_5_place_dp | 0.316 | 0.430 | 166000
3_3_place_gp | 0.316 | 0.417 | 166000
2_1_floorplan | - | 0.403 | 159000
## worst reg2reg max path, delay by kind of cell, from the launching register on
kind | cells | cell delay [ns]
compound gates | 1 | 0.38
simple gates | 1 | 0.79
buf+inv | 1 | 0.53
flops | 1 | 0.97
## power breakdown
group | internal [mW] | switching, mW | leakage [nW]
Combinational | 0.457 | 1.67 | 16.7
Clock | 6.47 | 4.93 | 7.01
Sequential | 12.2 | 0.241 | 52.7
Power is estimated from default activity; no workload was simulated.
